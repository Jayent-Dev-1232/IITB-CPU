==> flow/design.v <==
module ALU (
    input wire [1:0]ALU_select,
    input wire [7:0]A,
    input wire [7:0]B,
    output wire [7:0]ALU_result,
    output wire carry,
    output wire overflow,
    output wire zero,
    output wire negative
);
    wire [7:0]adder_result;
    wire adder_carry;
    wire adder_overflow;
    wire [7:0]shifter_result;
    wire shifter_carry;
    bit_shifter shifter (
        .select(ALU_select[0]),
        .I(A),
        .O(shifter_result),
        .shift_out(shifter_carry)
    );
    bit_adder adder (
        .X(A),
        .Y(B),
        .add_sub(ALU_select[0]),
        .S(adder_result),
        .overflow(adder_overflow),
        .carry(adder_carry)
    );
    eight_in_mux result_mux (
        .a(shifter_result),
        .b(adder_result),
        .sel(ALU_select[1]),
        .y(ALU_result)
    );
    two_in_mux carry_mux (
        .a(adder_carry),
        .b(shifter_carry),
        .sel(ALU_select[1]),
        .y(carry)
    );
    two_in_mux overflow_mux (
        .a(adder_overflow),
        .b(1'b0),
        .sel(ALU_select[1]),
        .y(overflow)
    );
    flag_calculator flag_calc (
        .I(ALU_result),
        .zero(zero),
        .negative(negative)
    );
endmodule
module bit_adder (
    input  wire [7:0] X,
    input  wire [7:0] Y,
    input  wire add_sub,
    output wire [7:0] S,
    output wire overflow,
    output wire carry
);
    wire [7:0] Yxor;
    wire [8:0] C;
    assign C[0] = add_sub;
    assign Yxor = Y ^ {8{add_sub}};
    full_adder fa0 (.a(X[0]), .b(Yxor[0]), .cin(C[0]), .sum(S[0]), .cout(C[1]));
    full_adder fa1 (.a(X[1]), .b(Yxor[1]), .cin(C[1]), .sum(S[1]), .cout(C[2]));
    full_adder fa2 (.a(X[2]), .b(Yxor[2]), .cin(C[2]), .sum(S[2]), .cout(C[3]));
    full_adder fa3 (.a(X[3]), .b(Yxor[3]), .cin(C[3]), .sum(S[3]), .cout(C[4]));
    full_adder fa4 (.a(X[4]), .b(Yxor[4]), .cin(C[4]), .sum(S[4]), .cout(C[5]));
    full_adder fa5 (.a(X[5]), .b(Yxor[5]), .cin(C[5]), .sum(S[5]), .cout(C[6]));
    full_adder fa6 (.a(X[6]), .b(Yxor[6]), .cin(C[6]), .sum(S[6]), .cout(C[7]));
    full_adder fa7 (.a(X[7]), .b(Yxor[7]), .cin(C[7]), .sum(S[7]), .cout(C[8]));
    assign carry = C[8];
    assign overflow = C[7] ^ C[8];
endmodule
module bit_shifter (
    input wire select,
    input wire [7:0] I,
    output wire [7:0] O,
    output wire shift_out
);
    two_in_mux m0 (.a(I[0]), .b(I[7]), .sel(select), .y(shift_out));
    two_in_mux m1 (.a(I[1]), .b(1'b0), .sel(select), .y(O[0]));
    two_in_mux m2 (.a(I[2]), .b(I[0]), .sel(select), .y(O[1]));
    two_in_mux m3 (.a(I[3]), .b(I[1]), .sel(select), .y(O[2]));
    two_in_mux m4 (.a(I[4]), .b(I[2]), .sel(select), .y(O[3]));
    two_in_mux m5 (.a(I[5]), .b(I[3]), .sel(select), .y(O[4]));
    two_in_mux m6 (.a(I[6]), .b(I[4]), .sel(select), .y(O[5]));
    two_in_mux m7 (.a(I[7]), .b(I[5]), .sel(select), .y(O[6]));
    two_in_mux m8 (.a(1'b0), .b(I[6]), .sel(select), .y(O[7]));
endmodule
module eight_in_mux (
    input wire [7:0] a,
    input wire [7:0] b,
    input wire sel,
    output wire [7:0] y
);
    genvar i;
    generate
        for (i = 0; i < 8; i = i + 1) begin : mux_loop
            two_in_mux mux_inst (
                .a(a[i]),
                .b(b[i]),
                .sel(sel),
                .y(y[i])
            );
        end
    endgenerate
endmodule
module flag_calculator (
    input wire [7:0] I,
    output wire zero,
    output wire negative
);
    assign zero = ~(I[0] | I[1] | I[2] | I[3] | I[4] | I[5] | I[6] | I[7]);
    assign negative = I[7];
endmodule
module full_adder (
    input  wire a,
    input  wire b,
    input  wire cin,
    output wire sum,
    output wire cout
);
    assign sum  = a ^ b ^ cin;
    assign cout = (a & b) | (a & cin) | (b & cin);
endmodule
module two_in_mux (
    input wire a,
    input wire b,
    input wire sel,
    output wire y
);
    assign y = (sel == 1'b0) ? b : a;
endmodule
==> flow/run.sh <==
#!/bin/bash
# OpenROAD 26Q1-2900-gdf79404cd8, Yosys 0.63+post, stock flow scripts
make -C /OpenROAD-flow-scripts/flow DESIGN_CONFIG=/design/flow/config.mk WORK_HOME=/design/flow/orfs finish
==> flow/config.mk <==
export PLATFORM = sky130hd
export DESIGN_NAME = ALU
export DESIGN_NICKNAME = ALU
export VERILOG_FILES = /design/flow/design.v
export SDC_FILE = /design/flow/constraint.sdc
export NUM_CORES = 4
export LEC_CHECK = 1
export CORE_AREA = 10 10 75 75
export DIE_AREA = 0 0 85 85
==> flow/constraint.sdc <==
current_design ALU

set clk_period 5.9
set clk_io_pct 0.2

create_clock -name clk0 -period $clk_period

set non_clock_inputs [all_inputs -no_clocks]
set_input_delay [expr $clk_period * $clk_io_pct] -clock clk0 $non_clock_inputs
set_output_delay [expr $clk_period * $clk_io_pct] -clock clk0 [all_outputs]
==> impl_metrics.py <==
# Physical implementation metrics
metrics = {
    "synth": {
        "yosysWarningCount": 0,
        "ys_cells": 61,
        "synth_area_um2": 542,
        "yosys_area_um2": 542,
        "synth_area_per_cell_um2": 8.88,
        "synth.distinct_cells": 17,
        "syn_inst": 61,
        "ys_seq_share_pct": 0,
    },
    "sta": {
        "finalSetupViolations": 0,
        "slew_viol_final": 0,
        "finalHoldViolations": 0,
        "rsz0062_at_grt": "true",
        "fin_crit_sh_pct": 98.3,
        "finalWorstSetupSlack_ns": 0.100,
        "finalHoldWorstSlack_ns": 2.99,
        "timing.final.crit_period_ns": 5.80,
        "maxSlewHeadroom_pct": 60.8,
        "worst_pin_slew_ns": 0.586,
        "max_freq_ghz": 0.172,
    },
    "power_and_ir_drop": {
        "p_leak_nw": 0.414,
        "power_density_nw_per_um2": 106,
        "total_power_mw": 0.101,
        "ir_drop_mv": 0.0433,
    },
    "global_routing": {
        "grt_max_degree": 16,
        "antenna_found_initial": 0,
        "grtUsageTotal_pct": 4.47,
        "grt_pass1_vias": 558,
        "grt_overflow": 0,
        "grt_first_pass_wirelength_um": 2690,
    },
    "place": {
        "placed_cell_area_um2": 893,
        "dp_hpwl_um": 1490,
        "pre_cts_ws_ns": -1.01,
        "gpl.final_weighted_congestion": 0.810,
        "port_buffers": 30,
    },
    "finish": {
        "nFillCells": 433,
        "layout.cells.most_common": "clkdlybuf4s50_1",
        "design_area_um2": 951,
        "areaGrowthSynthToFinish_pct": 75.5,
        "drive_gt1_share_pct": 32.6,
        "flop_area_um2": 0,
        "final_cell_mix": "20 x clkdlybuf4s50_1, 13 x buf_4, 11 x mux2i_1",
        "fin_util_pct": 23.4,
        "num-clock-buffers": 0,
        "flop-count": 0,
    },
    "routing": {
        "first_iter_violations": 15,
        "wl_per_cell_um": 11.6,
        "antennaDiodeCount": 0,
        "drtAntennaViolNets": 0,
        "dr.pass1.iters": 4,
        "drt-total-wl_um": 1650,
        "vias": 504,
        "drc_errors": 0,
        "vias_per_cell": 3.55,
    },
    "floorplan": {
        "die_area_um2": 7230,
        "die-width_um": 85,
        "io_pins": 30,
        "placementRows": 23,
        "design.core.area_um2": 4060,
        "dieHeight_um": 85,
        "initial_core_util_pct": 13.4,
    },
    "worst_setup_path": {
        "startpoint_type": "input pin",
        "cp_max_fo": 4,
        "worstPathArrival_ns": 4.62,
        "crit_required_ns": 4.72,
        "end_kind": "output port",
        "crit_type": "in2out",
    },
    "min_path": {
        "hp-class": "in2out",
    },
    "run_status": {
        "status": "finished, final reports clean",
    },
    "run": {
        "tool_warnings": 34,
        "maxCapViolCount": 0,
    },
}
==> worst max-delay path, cell delays in order <==
cell     delay, ns
buf_12        0.11
xor2_4        0.16
fa_2          0.22
fa_2          0.19
inv_2         0.04
fa_2          0.33
fa_2          0.34
fa_2          0.34
fa_2          0.35
inv_2         0.06
fa_1          0.40
inv_1         0.07
o21ai_2       0.07
or4_1         0.55
nor2_1        0.11
buf_2         0.10
==> metrics by stage <==
| stage | instances | TNS [ns] |
|---|---|---|
| floorplan | 61 | 0 |
| global placement | 141 | -2.06 |
| detailed placement | 141 | -2.28 |
| CTS | 142 | -0.0103 |
| finish | 142 | 0 |
| global route | 142 | -0.0624 |
==> final timing paths <==
path    to     startpoint  cells past startpoint  slack, ns
max   zero  ALU_select[0]                     16       0.10
min   zero           B[0]                      7       2.99
==> kinds of logic after synthesis <==
logic type,synth area share (%)
buffers and inverters,23.6
multiplexers,22.4
XOR/XNOR,14.6
AND/OR/NAND/NOR,9.01
adder cells (fa/ha/maj),25.9
AND-OR/OR-AND,4.62
==> where the power goes <==
group / internal [mW] / switching, mW / leakage [nW]
sequential: 0 / 0 / 0
clock: 0 / 0 / 0
combinational: 0.0646 / 0.0361 / 0.414
total: 0.0646 / 0.0361 / 0.414
==> metal layers <==
| layer | GRT usage (%) | routed length [um] | vias to the layer above |
|---|---|---|---|
| li1 | - | - | 250 |
| met1 | 6.13 | 775 | 235 |
| met2 | 7.02 | 730 | 19 |
| met3 | 1.54 | 145 | 0 |
| met4 | 0 | 0 | 0 |
| met5 | 0 | 0 | - |
==> synthesized netlist by cell type <==
master    instances  share of area [%]
a21oi_1           2                1.8
and2_1            1                1.2
buf_4             9                 12
buf_6             3                6.2
fa_1              7                 26
inv_1             7                4.9
mux2_2            1                2.1
mux2i_1          11                 20
nand2_1           1               0.69
nand3_1           1               0.92
nand3b_1          1                1.4
nor2_1            3                2.1
o21ai_0           2                1.8
o21ai_1           1               0.92
or4_1             2                2.8
xnor2_1           6                9.7
xor2_1            3                4.9
==> repair_timing <==
action / in CTS / in global routing
endpoints found under the hold margin: 0 / 0
hold buffers: 0 / 0
setup endpoints to repair: 6 / 3
setup buffers: 1 / 0
pin swaps: 11 / 10
resized: 40 / 5
==> cell type report <==
| class | instances | area, um2 | share of cell area (%) |
|---|---|---|---|
| Inverter | 7 | 26.3 | 2.76 |
| Tap cell | 50 | 62.6 | 6.58 |
| Multi-Input combinational cell | 42 | 463 | 48.7 |
| Timing Repair Buffer | 43 | 399 | 42.0 |
Power is estimated from default activity; no workload was simulated.

File: flow/config.mk
export PLATFORM = sky130hd
export DESIGN_NAME = data_memory
export DESIGN_NICKNAME = data_memory
export VERILOG_FILES = /design/flow/design.v
export SDC_FILE = /design/flow/constraint.sdc
export NUM_CORES = 4
export LEC_CHECK = 1
export CORE_UTILIZATION = 50
File: flow/constraint.sdc
current_design data_memory

set clk_period 4.2
set clk_io_pct 0.2

create_clock -name clk0 -period $clk_period

set non_clock_inputs [all_inputs -no_clocks]
set_input_delay [expr $clk_period * $clk_io_pct] -clock clk0 $non_clock_inputs
set_output_delay [expr $clk_period * $clk_io_pct] -clock clk0 [all_outputs]
File: flow/design.v
module data_memory (
    input wire [7:0] data_in,
    input wire [3:0] write_select,
    input wire [3:0] read_select,
    input wire select,
    output wire [7:0] data_out
);
    reg [7:0] memory_array [0:15];
    integer i;
    initial begin
        for (i = 0; i < 15; i = i + 1)
        memory_array[i] = 8'b0;
    end
    always @(*) begin
        if (select) begin
            memory_array[write_select] = data_in;
        end
    end
    assign data_out = memory_array[read_select];
endmodule
File: flow/run.sh
#!/bin/bash
# OpenROAD 26Q1-2900-gdf79404cd8, Yosys 0.63+post, stock flow scripts
make -C /OpenROAD-flow-scripts/flow DESIGN_CONFIG=/design/flow/config.mk WORK_HOME=/design/flow/orfs finish
==> impl_metrics.csv <==
group,metric,value,unit
outcome,status,"complete, no violations",
critical_path,cp-end-kind,"output pin",
routing,vias_per_cell,5.64,
final_timing,relSlewSlack,0.450,
placed_design,gp_congestion,0.940,
power_and_ir_drop,irDropWorstVdd,0.0000534,V
synth,top_cell,"dlxtn_1",
layout,area_delta_synth_final,9.60,%
synth,ys_chip_area,3210,um^2
routing,drc_errors,0,
worst_hold_path,holdPathStages,6,
grt,grtUsageTotal,0.251,
placed_design,portBuffers,25,
grt,antenna_found_initial,0,
routing,finalWirelength,7480,um
synth,async_reset_ff_frac,0,
synth,edf_count,0,
final_timing,fmax,252,MHz
layout,flop_area,1920,um^2
final_timing,fin_crit_sh,0.945,
routing,drt_iter0_markers,111,
routing,routedWlPerCell,18.2,um
synth,syn-cell-area,3210,um^2
grt,overflow,0,
die,fp-row-count,28,
synth,top_cell_area_share,0.599,
routing,num_vias,2320,
worst_hold_path,hp-class,"in2out",
grt,grt_pass1_vias,2120,
die,die_x,82.1,um
synth,yosys_warnings,2,
placed_design,dpl.hpwl,5300,um
power_and_ir_drop,power,284,uW
die,ios,25,
grt,grt_max_degree,32,
synth,netlist_instances,320,
synth,yosys_cells,320,
die,die.size.y,82.1,um
routing,drt_first_pass_iters,4,
power_and_ir_drop,power_density,80.7,nW/um^2
die,chipArea,6740,um^2
final_timing,unclocked_regs,128,
final_timing,setup_tns,0,ps
layout,largest_reg_flops,128,
layout,layout-drive-gt1-share,0.0625,
flow_run,max-cap-violations,0,
die,core-area,6060,um^2
synth,top_area_cell,"dlxtn_1",
clock_tree,cts_hold_repair.buffers,0,
die,initCoreUtil,0.529,
synth,numSynthFlops,128,
routing,diodes,0,
final_timing,untimed_endpoints,128,
final_timing,finalSetupViolCount,0,
synth,area_leaders,"dlxtn_1, a22oi_1, mux4_2, nand2_1, mux2i_1",
final_timing,worst_pin_slew,823,ps
synth,syn_area_per_cell,10.0,um^2
critical_path,arrival,3130,ps
grt,grt_pass1_wl,11700,um
synth,ff_type,"dlxtn_1",
layout,fillers,526,
critical_path,critical_path_required,3360,ps
critical_path,cp-start-kind,"input port",
final_timing,hold_viol_final,0,
routing,ant_nets,0,
power_and_ir_drop,p_leak,0.00159,uW
final_timing,grt_setup_unrepaired,"no",
critical_path,crit_fanout,28,
critical_path,crit_type,"in2out",
flow_run,warnings,32,
clock_tree,cts_setup_buffers,0,
worst_hold_path,min_to,"data_out[5]",
layout,combGateArea,1150,um^2
synth,synth_cell_types,39,
worst_hold_path,hp-start,"read_select[0]",
layout,fin_util,0.580,
final_timing,slew_viol_final,0,
final_timing,timing.final.crit_period,3970,ps
synth,yosys-top-cells-count,"dlxtn_1, nand2_1, a22oi_1",
[how the worst max path moves through the flow]
stage	start	end	slack (ps)
after CTS	read_select[3]	data_out[3]	110
after global routing	read_select[3]	data_out[2]	100
final	read_select[3]	data_out[3]	230
[layout by cell type (no fill, tap or decap), types with 2 or more instances in the layout]
cell type          n
a21oi_1           14
a22oi_1           18
a2bb2oi_1          8
a31oi_1            2
and2_1             2
and3_1             3
buf_4              7
clkdlybuf4s50_1   24
dlxtn_1          128
inv_1              6
mux2_2             3
mux2i_1            9
mux4_2             6
nand2_1           25
nand3_1           13
nand4_1            3
nor2_1             7
nor2b_1            8
o21ai_0           12
o21ai_1            5
o22ai_1            8
o32a_1             6
or3_1              2
[power breakdown]
part | switching, uW | internal (uW)
logic | 92.2 | 90.2
registers | 14.0 | 87.5
clock network | 0 | 0
[repair_timing]
item | in CTS | in global routing
resized | 0 | 1
setup endpoints to repair | 0 | 3
hold endpoints to repair | 0 | 0
[cell families after synthesis]
group | Yosys count | share of synthesized area
simple gates | 71 | 0.113
compound gates | 79 | 0.166
latches | 128 | 0.599
mux | 18 | 0.0808
buf+inv | 24 | 0.0414
[stage by stage]
stage / cells / area (um^2) / worst slack [ps] / hold WS, ps
floorplan: 320 / 3210 / 1440 / 2110
global placement: 411 / 3510 / 148 / 2720
detailed placement: 411 / 3510 / 124 / 2710
CTS: 411 / 3510 / 113 / 2720
global route: 411 / 3510 / 95.9 / 2810
finish: 411 / 3510 / 229 / 2690
[metal layers]
| layer | share of wire | track usage | vias up |
|---|---|---|---|
| met5 | 0 | 0 | - |
| met2 | 0.46 | 0.400 | 47 |
| met3 | 0.036 | 0.0147 | 4 |
| met4 | 0.0088 | 0.0193 | 0 |
| li1 | - | - | 1165 |
| met1 | 0.49 | 0.414 | 1104 |
[area by class of cell]
| type | count | share of cell area |
|---|---|---|
| repair buffers | 33 | 0.0904 |
| flip-flops and latches | 128 | 0.547 |
| well taps | 75 | 0.0267 |
| inverters | 7 | 0.00748 |
| multi-input cells | 168 | 0.329 |
[critical path, cell delays in order]
cell             delay [ps]
clkdlybuf4s50_1         440
buf_12                  180
nor2b_1                 650
a22oi_1                 150
o22ai_1                 210
o32a_1                  190
clkdlybuf4s50_1         460
Power is estimated from default activity; no workload was simulated.

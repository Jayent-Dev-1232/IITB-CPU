`design/flow/design.v`:
```
module code_memory (
    input wire [15:0] data_in,
    input wire [5:0] write_select,
    input wire [5:0] read_select,
    input wire select,
    output wire [15:0] data_out
);
    reg [15:0] memory_array [0:63];
    integer i;
    initial begin
        for (i = 0; i < 64; i = i + 1)
        memory_array[i] = 16'b0;
    end
    always @(*) begin
        if (select) begin
            memory_array[write_select] = data_in;
        end
    end
    assign data_out = memory_array[read_select];
endmodule
```
`design/flow/run.sh`:
```
#!/bin/bash
# OpenROAD 26Q1-2900-gdf79404cd8, Yosys 0.63+post, stock flow scripts
make -C /OpenROAD-flow-scripts/flow DESIGN_CONFIG=/design/flow/config.mk WORK_HOME=/design/flow/orfs finish
```
`design/flow/config.mk`:
```
export PLATFORM = sky130hd
export DESIGN_NAME = code_memory
export DESIGN_NICKNAME = code_memory
export VERILOG_FILES = /design/flow/design.v
export SDC_FILE = /design/flow/constraint.sdc
export NUM_CORES = 4
export LEC_CHECK = 1
export CORE_UTILIZATION = 30
```
`design/flow/constraint.sdc`:
```
current_design code_memory

set clk_period 3.3
set clk_io_pct 0.2

create_clock -name clk0 -period $clk_period

set non_clock_inputs [all_inputs -no_clocks]
set_input_delay [expr $clk_period * $clk_io_pct] -clock clk0 $non_clock_inputs
set_output_delay [expr $clk_period * $clk_io_pct] -clock clk0 [all_outputs]
```
==> results.txt <==
Synth top area share: 67.2%
cell with the most instances after synthesis: sky130_fd_sc_hd__dlxtn_1
total power after layout: 2540 µW
starting utilization of the core area: 30.5%
maximum clock frequency: 258 MHz
drt wl/cell: 36.8 µm
path category of the worst min-delay check: in -> out
most instantiated cells after synthesis: sky130_fd_sc_hd__dlxtn_1 (1024), sky130_fd_sc_hd__a22oi_1 (390), sky130_fd_sc_hd__clkbuf_1 (103)
data arrival time of the critical path: 3.21 ns
first-pass GRT wire length: 179000 µm
number of ports placed on the die boundary: 45
gpl congestion: 1.06
Net Sw Power: 1110 µW
final number of setup-violating endpoints: 16
run status: finished with violations
worst hold slack after final layout: 2.44 ns
ratio of final minimum period to clock period: 117%
number of flops mapped to enable cells by yosys: 0
unrepaired setup endpoints after global routing: yes
via count of the first global-routing pass: 21302
number of max-slew violations in the final report: 0
initial drt markers: 2307
Post-Place Cell Area: 0.0277 mm²
top cells by area, synth: sky130_fd_sc_hd__dlxtn_1 (67%), sky130_fd_sc_hd__a22oi_1 (13%), sky130_fd_sc_hd__nand4_1 (2.0%), sky130_fd_sc_hd__and3_1 (1.9%), sky130_fd_sc_hd__clkbuf_1 (1.7%)
number of antenna violations at the first check in global routing: 16
CP Class: in -> out
Seq cells post-synth: 1024
die height: 278 µm
area of the synthesized netlist per yosys stat: 0.0229 mm²
total count of hold-check failures in the final report: 0
Pre-Repair DR Iteration Count: 6
share of final-layout standard cells stronger than drive strength 1: 32.6%
Hold Buf Count CTS: 0
global-route congestion overflow total: 0
worst supply voltage drop on vdd: 0.126 mV
Total Die Area: 0.0775 mm²
category of the worst setup path capture point: output port
number of standard cells reported by yosys: 2188
slew at the pin closest to its max-slew limit: 1.03 ns
DRC: 0
synthesized cell area: 0.0229 mm²
time the worst path needs with I/O delays and setup: 3.87 ns
number of flip-flops in the largest register: 1024
share of flip-flops with an asynchronous set or reset after synthesis: 0%
tally of unique sky130hd cells used after synthesis: 66
count of input and output buffers: 45
count of endpoints without a timing constraint: 1024
final standard cell area without fillers: 0.0311 mm²
maxcap violations: 0
Cells after Synth: 2188
utilization after layout: 41.4%
count of unclocked register or latch pins: 1024
yosys warns: 2
gr usage total: 35.3%
critical path launch point type: input pin
violations in the final reports: setup timing
Worst Path Max Fanout: 8
post-detailed-routing wire length: 133000 µm
worst rel slew slack: 31.0%
core area: 0.0751 mm²
design internal power: 1430 µW
vias: 22146
Power per Cell Area: 81.7 mW/mm²
Post-DP HPWL: 86400 µm
share of total power consumed by net switching: 43.7%
critical path required time: 2.64 ns
floorplan row count: 100
DP Worst Slack: -2.22 ns
Mapped Avg Cell Area: 10.5 µm²
Routed Antenna Nets: 0
Area growth syn-to-layout: 35.7%
final worst setup slack: -0.570 ns
leading area contributor after synthesis: sky130_fd_sc_hd__dlxtn_1
Leak: 0.0144 µW
post-detailed-route via-to-cell ratio: 6.11
Post-synth top flop: sky130_fd_sc_hd__dlxtn_1
die span in x: 278 µm
count of warning messages emitted by the tools: 34
pin count of the biggest net entering global routing: 65
layout make-up:
type | count | area, µm²
diodes | 7 | 17.5
fillers | 6926 | 44000
inverters | 2 | 7.51
multi-input cells | 1020 | 8580
flip-flops and latches | 1024 | 15400
well taps | 969 | 1210
repair buffers | 604 | 5900
repair_timing:
| item | 4_1_cts | 5_1_grt |
|---|---|---|
| pin swaps | 144 | 95 |
| endpoints found under the setup margin | 16 | 16 |
| resized | 457 | 124 |
| endpoints found under the hold margin | 0 | 0 |
| gates cloned | 4 | 0 |
| buffers inserted | 133 | 32 |
power by group through the flow:
stage | registers (µW) | clock network [µW] | logic [µW]
4_1_cts | 1050 | 0 | 1370
5_1_grt | 1130 | 0.00000354 | 1490
stage by stage:
step	cells	setup TNS, ns
finish	3626	-7.08
detailed placement	3476	-25.64
global placement	3476	-25.92
global route	3620	-7.38
floorplan	2188	0
CTS	3605	-6.77
per-layer routing:
| layer | routed length [µm] | track usage (%) |
|---|---|---|
| met1 | 45300 | 42.0 |
| met2 | 52000 | 46.6 |
| met3 | 24400 | 23.9 |
| met4 | 11400 | 21.7 |
| met5 | 220 | 1.13 |
cells by family after synthesis:
group | count (synthesis) | share of synthesized area (%)
latches | 1024 | 67.2
AND-OR/OR-AND | 543 | 17.9
multiplexers | 13 | 0.639
buffers and inverters | 144 | 2.87
AND/OR/NAND/NOR | 464 | 11.5
critical path: stages:
cell and delay (ns):
sky130_fd_sc_hd__buf_6 0.11, sky130_fd_sc_hd__buf_6 0.12, sky130_fd_sc_hd__buf_6 0.13, sky130_fd_sc_hd__nor4bb_1 0.14, sky130_fd_sc_hd__buf_4 0.17, sky130_fd_sc_hd__buf_12 0.13
sky130_fd_sc_hd__and2_4 0.17, sky130_fd_sc_hd__buf_12 0.12, sky130_fd_sc_hd__a2111oi_4 0.41, sky130_fd_sc_hd__buf_4 0.20, sky130_fd_sc_hd__nand3_4 0.06, sky130_fd_sc_hd__nor4_4 0.41
sky130_fd_sc_hd__buf_4 0.18, sky130_fd_sc_hd__a31oi_1 0.06, sky130_fd_sc_hd__buf_2 0.13
cells in the final DEF, fill, tap and decap left out, types with 17 or more instances in the layout:
cell / netlist / layout
sky130_fd_sc_hd__buf_6: 11 / 91
sky130_fd_sc_hd__a22oi_2: 0 / 82
sky130_fd_sc_hd__dlxtn_1: 1024 / 1024
sky130_fd_sc_hd__nand3_1: 52 / 33
sky130_fd_sc_hd__buf_2: 21 / 31
sky130_fd_sc_hd__nor2_1: 45 / 34
sky130_fd_sc_hd__a2111oi_4: 1 / 17
sky130_fd_sc_hd__and2_4: 2 / 31
sky130_fd_sc_hd__a22oi_1: 390 / 308
sky130_fd_sc_hd__buf_12: 0 / 73
sky130_fd_sc_hd__a22o_1: 27 / 27
sky130_fd_sc_hd__nand2_1: 78 / 75
sky130_fd_sc_hd__and3_1: 71 / 57
sky130_fd_sc_hd__nand4_1: 74 / 74
sky130_fd_sc_hd__a21oi_1: 35 / 26
sky130_fd_sc_hd__buf_8: 0 / 21
sky130_fd_sc_hd__buf_4: 2 / 379
worst paths after layout:
| kind | cells after the start | from | endpoint | slack, ns |
|---|---|---|---|---|
| max | 15 | read_select[1] | data_out[2] | -0.57 |
| min | 8 | read_select[4] | data_out[0] | 2.44 |
No activity file was given, so power comes from the tool's default toggle rates.
